==> ./design.v <==
module ram #(
  parameter RAM_WIDTH = 16,                        
  parameter RAM_DEPTH = 512,                       
  parameter RAM_PERFORMANCE = "HIGH_PERFORMANCE",  
  parameter INIT_FILE = ""                         
) (
  input [clogb2(RAM_DEPTH-1)-1:0] addra,  
  input [clogb2(RAM_DEPTH-1)-1:0] addrb,  
  input [RAM_WIDTH-1:0] dina,           
  input clka,                           
  input wea,                            
  input enb,                            
  input rstb,                           
  input regceb,                         
  output [RAM_WIDTH-1:0] doutb          
);
  reg [RAM_WIDTH-1:0] BRAM [RAM_DEPTH-1:0];
  reg [RAM_WIDTH-1:0] ram_data = {RAM_WIDTH{1'b0}};
  generate
    if (INIT_FILE != "") begin: use_init_file
      initial
        $readmemh(INIT_FILE, BRAM);
    end else begin: init_bram_to_zero
      integer ram_index;
      initial
        for (ram_index = 0; ram_index < RAM_DEPTH; ram_index = ram_index + 1)
          BRAM[ram_index] = {RAM_WIDTH{1'b0}};
    end
  endgenerate
  always @(posedge clka) begin
    if (wea)
      BRAM[addra] <= dina;
    if (enb)
      ram_data <= BRAM[addrb];
  end
  generate
    if (RAM_PERFORMANCE == "LOW_LATENCY") begin: no_output_register
       assign doutb = ram_data;
    end else begin: output_register
      reg [RAM_WIDTH-1:0] doutb_reg = {RAM_WIDTH{1'b0}};
      always @(posedge clka)
        if (rstb)
          doutb_reg <= {RAM_WIDTH{1'b0}};
        else if (regceb)
          doutb_reg <= ram_data;
      assign doutb = doutb_reg;
    end
  endgenerate
  function integer clogb2;
    input integer depth;
      for (clogb2=0; depth>0; clogb2=clogb2+1)
        depth = depth >> 1;
  endfunction
endmodule
==> ./run.sh <==
#!/bin/bash
# OpenROAD 26Q1-2900-gdf79404cd8, Yosys 0.63+post, stock flow scripts
make -C /OpenROAD-flow-scripts/flow DESIGN_CONFIG=/design/flow/config.mk WORK_HOME=/design/flow/orfs finish
==> ./config.mk <==
export PLATFORM = sky130hd
export DESIGN_NAME = ram
export DESIGN_NICKNAME = ram
export VERILOG_FILES = /design/flow/design.v
export SDC_FILE = /design/flow/constraint.sdc
export NUM_CORES = 4
export LEC_CHECK = 1
export CORE_UTILIZATION = 30
export SYNTH_MEMORY_MAX_BITS = 65536
==> ./constraint.sdc <==
current_design ram

set clk_period 41.9
set clk_io_pct 0.2

create_clock -name clk0 -period $clk_period [get_ports {clka}]

set non_clock_inputs [all_inputs -no_clocks]
set_input_delay [expr $clk_period * $clk_io_pct] -clock clk0 $non_clock_inputs
set_output_delay [expr $clk_period * $clk_io_pct] -clock clk0 [all_outputs]
==> Flow_metrics.wiki <==
== Implementation results ==
{| class="wikitable"
! Metric !! Value
|-
| Clock tree root buffer cell || clkbuf_16
|-
| Data required, critical path || 42.93 ns
|-
| Distinct lib cells || 94
|-
| Share of layout cells above drive strength 1 || 0.2090
|-
| Number of buffers added by the clock tree synthesis step || 820
|-
| Worst setup EP type || register
|-
| Library cell occupying the most area in the post-synthesis netlist || edfxtp_1
|-
| Routed len/inst || 29.82 um
|-
| Vertical die size || 1.036 mm
|-
| Pin count of the biggest net entering global routing || 121
|-
| Total chip power || 16.93 mW
|-
| Actual slew at the worst max-slew pin || 1.279 ns
|-
| Area fraction in compound gates || 0.04283
|-
| Total clock sinks || 8224
|-
| Total of flip-flops plus latches after synthesis || 8224
|-
| Switching power || 3.733 mW
|-
| Minimum clock period || 14.84 ns
|-
| Count of H-tree levels built during CTS || 6
|-
| Most frequent logic cells in the routed design || 8208 x edfxtp_1, 1575 x mux2i_1, 1210 x buf_4, 1119 x mux4_2, 824 x clkbuf_16
|-
| Crit-path most repeated cell || buf_4
|-
| Run status || finished, final reports clean
|-
| Critical path startpoint category || primary input
|-
| Detailed-route wire length || 941.1 mm
|-
| Deepest clock path buffer count || 4
|-
| Number of rows in the core area || 379
|-
| Tally of nets with antenna violations remaining after routing || 0
|-
| Initial standard-cell utilization of the core || 0.3011
|-
| Clk_skew || 0.09127 ns
|-
| Maxcap violations || 0
|-
| Post_cts resized || 0
|-
| XOR/XNOR Area Share || 0
|-
| Clock-pin slew reported for the worst setup and hold paths after clock tree synthesis || 0.06 ns
|-
| Yosys synthesis chip area || 320800 um2
|-
| Final design utilization || 0.3451
|-
| Count of TritonRoute iterations in the first routing pass || 6
|-
| Count of mapped cells out of synthesis || 15570
|-
| Peak Freq || 0.06740 GHz
|-
| Clock network power share || 0.412
|-
| Clk Latency, worst-skew pair || 1.17 ns
|-
| Switching part of the total || 0.2205
|-
| RSZ-0062 raised after global routing || false
|-
| Synthesized-area fraction occupied by and/or/nand/nor cells || 0.02030
|-
| Number of enable-type register cells in the synthesized netlist || 8208
|-
| Count of warning messages emitted by the tools || 44
|-
| Most used logic cell in the final layout || edfxtp_1
|-
| Synth warnings || 1
|-
| Max Fanout on Critical Path || 57
|-
| Vias/cell || 5.179
|-
| HPWL after detailed placement || 578.3 mm
|-
| Vias in the first global route || 174500
|-
| Remaining routing DRC violations || 0
|-
| Sequential element share of the synthesized area || 0.7693
|-
| Count of buffers inserted at the top-level ports || 54
|-
| Main kind of combinational logic by area || multiplexers
|-
| First-pass GRT wire length || 1320 mm
|-
| Number of hold violations in the final report || 0
|-
| Routability-driven placement congestion ratio || 0.8942
|-
| Worst max-slew margin expressed relative to the limit || 0.1383
|-
| Part of the cycle the worst path needs || 0.3541
|-
| Highest-delay cell along the critical path || buf_4
|-
| Die X || 1.036 mm
|-
| IR drop worst, VDD || 0.05026 mV
|-
| Antenna violations before repair || 65
|-
| Combinational share of power || 0.052
|-
| Combined global-route utilization of all metal layers || 0.1850
|-
| Data arrival, critical path || 15.87 ns
|-
| Top cells by area, synth || edfxtp_1 77%, mux4_2 7.9%, mux2i_1 4.9%
|-
| R2R Setup Slk || 38.22 ns
|-
| Area Overhead vs Synth || 14.61%
|-
| Static Leakage || 116.6 nW
|-
| Post-cts hold-fix buffer tally || 0
|-
| Post-synth top flop || edfxtp_1
|-
| Die area || 1073000 um2
|-
| I/O Pins || 55
|-
| CTS tree || yes
|-
| Total Negative Setup Slacks || 0 ns
|-
| Number of max-slew violations in the final report || 0
|-
| Ys cells || 15570
|-
| Sequential Power Share || 0.536
|-
| First DRT Iteration DRCs || 11170
|-
| Core area || 1066000 um2
|-
| Max-area cell share || 0.7683
|-
| FFs w/ async S/R, synth || 0
|-
| Critical path's largest stage delay || 0.72 ns
|-
| WHS || 0.4919 ns
|-
| Setup bufs post-CTS || 0
|-
| Flip-flop count of the largest register after layout || 8192
|-
| Summed instance area of the synthesized netlist || 320800 um2
|-
| Internal power contribution || 13.19 mW
|-
| Class of the worst hold path || register to register
|-
| Ratio of total power to cell area || 46.04 nW/um2
|-
| Setup Crit Path Kind || primary input to register
|-
| Total gr overflow || 0
|-
| Average size of a mapped cell || 20.61 um2
|-
| Vias post-DR || 163400
|-
| Setup Viol. Count Final || 0
|-
| CP Cell Sequence || buf_16 -> buf_4 -> buf_4 -> buf_4 -> buf_4 -> buf_4 -> buf_4 -> buf_4 -> mux2i_1 -> o221ai_1 -> a21oi_1 -> o21ai_0 -> nand4_1 -> nand4_1 -> and4b_1
|-
| Multiplexer share of the synthesized area || 0.1451
|-
| Adder Area Share || 0
|}
-- cell usage after synthesis, types with 16 or more instances --
cell type and number:
buf_6 157, o22ai_1 417, nor3_1 150, o21ai_0 203, edfxtp_1 8208, nand3_1 96, a22oi_1 79, buf_2 163
nor4_1 41, nor2_1 715, clkbuf_1 350, buf_8 111, o221ai_1 536, mux4_2 1119, buf_1 79, mux4_1 196
o21a_1 16, a2111oi_0 41, a211oi_1 81, a21oi_1 368, dfxtp_1 16, buf_12 30, nand4_1 50, mux2_2 39
and2_1 49, mux2i_1 1575, buf_4 60, nand2_1 248, a31oi_1 86
-- area by class of cell --
type                            instances  area [um2]
Clock inverter                        446        3921
Sequential cell                      8224      246800
Tap cell                            14100       17640
Timing Repair Buffer                 1286       10130
Antenna cell                           87       217.7
Fill cell                           97100      697900
Inverter                                8       47.55
Clock buffer                         1049       21490
Multi-Input combinational cell       6361       67420
-- path summary, 6_finish.rpt --
path,start,endpoint,cells after the start
worst max-delay path,addrb[0],ram_data[8]$_DFFE_PP_,15
worst min-delay path,output_register.doutb_reg[0]$_SDFFE_PP0P_,output_register.doutb_reg[0]$_SDFFE_PP0P_,2
worst max register to register,BRAM[94][11]$_DFFE_PP_,ram_data[11]$_DFFE_PP_,7
worst min register to register,output_register.doutb_reg[0]$_SDFFE_PP0P_,output_register.doutb_reg[0]$_SDFFE_PP0P_,2
-- routing by layer --
metal,vias up,routed length [um],track usage,share of wire
met1,82490,282200,0.1866,0.30
met3,1882,178500,0.1587,0.19
met2,11030,426200,0.2697,0.45
met5,-,3049,0.01978,0.0032
met4,91,51150,0.07847,0.054
li1,67950,-,-,-
-- worst max-delay path: cells and delay by family --
kind / cells / cell delay (ns)
AND-OR/OR-AND: 3 / 1.17
buffers and inverters: 8 / 4.56
multiplexers: 1 / 0.15
AND/OR/NAND/NOR: 3 / 1.28
-- cell families after synthesis --
kind of cell	after synthesis
buf+inv	983
flops	8224
compound gates	1981
simple gates	1451
mux	2929
-- through the flow --
step,instance area (um2),instances,worst slack [ns]
2_1_floorplan,320800,15570,31.23
3_3_place_gp,342000,29970,25.89
3_5_place_dp,342000,29980,25.90
4_1_cts,367400,31470,27.13
5_1_grt,367600,31520,26.74
6_report,367700,31560,27.06
-- power groups by stage --
stage	Clock, mW	Combinational, mW	Sequential [mW]
after CTS	7.08	0.873	9.07
after global routing	7.38	0.926	9.07
final	6.98	0.876	9.07
Power figures rest on the tool's default switching activity, not on a simulated workload.
